### /design/flow/design.v
`timescale 1ns / 1ps
module mux_4(input W0,W1,W2,W3,input[1:0] S,output [15:0] M);
wire [15:0] W0,W1,W2,W3;
	 assign M[0] = W0[0] & ~S[1] & ~S[0] | W1[0] & ~S[1] & S[0] | W2[0] & S[1] & ~S[0] | W3[0] & S[1] & S[0];
	 assign M[1] = W0[1] & ~S[1] & ~S[0] | W1[1] & ~S[1] & S[0] | W2[1] & S[1] & ~S[0] | W3[1] & S[1] & S[0];
    assign M[2] = W0[2] & ~S[1] & ~S[0] | W1[2] & ~S[1] & S[0] | W2[2] & S[1] & ~S[0] | W3[2] & S[1] & S[0];
    assign M[3] = W0[3] & ~S[1] & ~S[0] | W1[3] & ~S[1] & S[0] | W2[3] & S[1] & ~S[0] | W3[3] & S[1] & S[0];
    assign M[4] = W0[4] & ~S[1] & ~S[0] | W1[4] & ~S[1] & S[0] | W2[4] & S[1] & ~S[0] | W3[4] & S[1] & S[0];
    assign M[5] = W0[5] & ~S[1] & ~S[0] | W1[5] & ~S[1] & S[0] | W2[5] & S[1] & ~S[0] | W3[5] & S[1] & S[0];
    assign M[6] = W0[6] & ~S[1] & ~S[0] | W1[6] & ~S[1] & S[0] | W2[6] & S[1] & ~S[0] | W3[6] & S[1] & S[0];
    assign M[7] = W0[7] & ~S[1] & ~S[0] | W1[7] & ~S[1] & S[0] | W2[7] & S[1] & ~S[0] | W3[7] & S[1] & S[0];
    assign M[8] = W0[8] & ~S[1] & ~S[0] | W1[8] & ~S[1] & S[0] | W2[8] & S[1] & ~S[0] | W3[8] & S[1] & S[0];
	 assign M[9] = W0[9] & ~S[1] & ~S[0] | W1[9] & ~S[1] & S[0] | W2[9] & S[1] & ~S[0] | W3[9] & S[1] & S[0];
    assign M[10] = W0[10] & ~S[1] & ~S[0] | W1[10] & ~S[1] & S[0] | W2[10] & S[1] & ~S[0] | W3[10] & S[1] & S[0];
    assign M[11] = W0[11] & ~S[1] & ~S[0] | W1[11] & ~S[1] & S[0] | W2[11] & S[1] & ~S[0] | W3[11] & S[1] & S[0];
    assign M[12] = W0[12] & ~S[1] & ~S[0] | W1[12] & ~S[1] & S[0] | W2[12] & S[1] & ~S[0] | W3[12] & S[1] & S[0];
    assign M[13] = W0[13] & ~S[1] & ~S[0] | W1[13] & ~S[1] & S[0] | W2[13] & S[1] & ~S[0] | W3[13] & S[1] & S[0];
    assign M[14] = W0[14] & ~S[1] & ~S[0] | W1[14] & ~S[1] & S[0] | W2[14] & S[1] & ~S[0] | W3[14] & S[1] & S[0];
    assign M[15] = W0[15] & ~S[1] & ~S[0] | W1[15] & ~S[1] & S[0] | W2[15] & S[1] & ~S[0] | W3[15] & S[1] & S[0];
endmodule
### /design/flow/run.sh
#!/bin/bash
# OpenROAD 26Q1-2900-gdf79404cd8, Yosys 0.63+post, stock flow scripts
make -C /OpenROAD-flow-scripts/flow DESIGN_CONFIG=/design/flow/config.mk WORK_HOME=/design/flow/orfs finish
### /design/flow/config.mk
export PLATFORM = sky130hd
export DESIGN_NAME = mux_4
export DESIGN_NICKNAME = mux_4
export VERILOG_FILES = /design/flow/design.v
export SDC_FILE = /design/flow/constraint.sdc
export NUM_CORES = 4
export LEC_CHECK = 1
export CORE_AREA = 10 10 71 71
export DIE_AREA = 0 0 81 81
export SYNTH_HDL_FRONTEND = slang
### /design/flow/constraint.sdc
current_design mux_4

set clk_period 1.1
set clk_io_pct 0.2

create_clock -name clk0 -period $clk_period

set non_clock_inputs [all_inputs -no_clocks]
set_input_delay [expr $clk_period * $clk_io_pct] -clock clk0 $non_clock_inputs
set_output_delay [expr $clk_period * $clk_io_pct] -clock clk0 [all_outputs]
==> run notes <==
Results of the full flow below.

Yosys:
- The run gives the area of the mapped netlist as approximately 430 sq um.
- The run gives the adder-cell share of the synthesized area as 0%.
- After synthesis, the largest family of logic cells by area is multiplexers.
- Dividing the synthesized area by the synthesized cell count gives about 21 sq um.
- The run gives the count of different cell masters after synthesis as 5.
- The portion of synthesized area spent on multiplexers is 90.35%.
- The cell count after synthesis came out at 20.
- The run gives the area share of the largest cell type after synthesis as roughly 47%.
- Post-synthesis, Yosys gives the total cell area as 427.9 sq um.
- In the post-synthesis netlist, the biggest area contributors are sky130_fd_sc_hd__mux4_2, sky130_fd_sc_hd__mux4_1, sky130_fd_sc_hd__buf_12, sky130_fd_sc_hd__buf_6, sky130_fd_sc_hd__buf_2.
- The run gives the fraction of synthesized cell area in xor and xnor cells as 0%.
- Per the synthesis report, the AND-OR/OR-AND share of the synthesized area is 0%.
- The run puts the post-synthesis share of cell area spent on and, or, nand and nor gates at 0%.
- The run puts the yosys stat cell total at 20.
- The share of the Yosys chip area taken by registers is 0%.
- The biggest area contributor in the post-synthesis netlist is sky130_fd_sc_hd__mux4_2.
- For this run, the number of Yosys warnings is 0.

Timing:
- The run puts the accumulated negative setup slack at -2.678 ns.
- Looking at the max-slew report, the worst-margin pin has a slew of ~0.09 ns.
- Setup repair after global routing could not meet its margin everywhere.
- The run puts the minimum clock period at between 1 and 1.5 ns.
- The run puts the final worst setup slack at -0.1902 ns.
- The run gives the final hold violation count as 0.
- The run gives the max-slew violation total from the final report as 0.
- The run gives the maximum clock rate as 775.1 MHz.
- From the final report, the count of setup violators was given as 16.
- The run puts the final cycle utilization of the critical path at 117.3%.
- The run puts the worst-case headroom to the max-slew limit at between 90% and 100%.

Status:
- The run finished, with violations left.
- The final reports fail on negative setup slack.

GRT:
- The run puts the via count of the first global-routing pass at between 600 and 700.
- The run puts the pin count of the biggest net entering global routing at 10.
- The total overflow left after global routing is 0.
- The run gives the global-route total usage across every layer as around 7.4%.
- The run puts the number of antenna violations at the first check in global routing at 0.
- The run gives the global-route wire length before repair as about 3800 um.

Placement:
- The run gives the number of buffers added on ports as approximately 80.
- The run puts the final RePlAce weighted congestion at ~0.77.
- The run puts the detailed placer's ending HPWL at ~2300 um.

Power and ir drop:
- The run gives the leakage power summed over all cells as 0.0005511 uW.
- Per the summary, power density relative to cell area is about 310 mW/mm^2.
- The run puts the power share of the sequential group at 0%.
- The run gives the switching portion of total power as about a quarter.
- The power report attributes to the clock group a share of 0%.
- The worst VDD IR drop from the latest analysis is 0.1421 mV.
- The run puts the overall power after layout at between 300 and 400 uW.
- The switching component of the power was reported as just under 90 uW.
- The run gives the cell-internal power as roughly 280 uW.
- In this run, the combinational gates consume about 100% of the power.

Routing:
- The run gives the total DRC errors in the routed layout as 0.
- The detail route stage leaves a number of antenna-violating nets equal to 0.
- The run gives the routed wire length as about 2600 um.
- For this sky-water flow run, the detailed-routed wirelength per cell is reported as roughly 17 um.
- The routed design ends up with an antenna cell count of 0.
- The first routing iteration left 8 violations.
- After detailed routing, the number of vias per cell comes to a little under 4.
- The run puts the total number of vias at roughly 600.
- The first detailed-routing pass ran for 2 iterations.

Setup path:
- The cell that appears most often on the critical path is sky130_fd_sc_hd__buf_12.
- The run gives the data required time of the worst path as roughly 0.9 ns.
- The cell sequence reported for the critical path is buf_12 > buf_12 > mux4_2 > buf_2.
- The run puts the maximum net fanout on the critical path at 8.
- The critical path's slowest stage uses the library cell sky130_fd_sc_hd__mux4_2.
- The run gives the arrival time of the worst setup path as 1.07 ns.
- The run gives the kind of critical path as input port to output port.
- Tracing the worst setup path back leads to its startpoint at S[0].
- The run puts the delay of the slowest cell on the worst path at 0.50 ns.
- STA classifies the critical path startpoint as an input port.
- STA classifies the critical path endpoint as an output port.

Final layout:
- Counting the fill cells in the layout gives approximately 410.
- The run gives the number of flip-flops and latches as 0.
- The run gives the relative area change from synthesis to final layout as 173.1%.
- The run puts the combinational cell area excluding buffers and inverters at approximately 360 sq um.
- The run puts the share of layout cells above drive strength 1 at approximately 38%.
- The layout has 0 clock buffers.
- The run puts the area occupied by registers at 0 sq um.

Run:
- Max-cap violations in this run came to 0.
- The run puts the number of warnings in the stage logs at 35.

Floorplan:
- The run puts the initial core utilization at a little under an eighth.
- In this run the standard cell core region covers roughly 0.0036 sq mm.
- The run gives the die span in y as ~81 um.
- The run gives the top-level I/O count as 82.
- The run puts the row count at 22.
- The die covers around 0.0066 sq mm.
- The horizontal die dimension reported for this design is 81 um.

Min path:
- Along the worst hold path, the cell count comes to 3.
- The run gives the path category of the worst min-delay check as input port to output port.
- The run gives the end point of the most critical hold path as M[6].
- The worst hold path begins at S[1].

Clocking:
- The run gives the hold-fix buffer count after cts as 0.
[logic make-up (layout without fill, tap and decap cells)]
group,after synthesis,after routing
mux,16,16
buf+inv,4,87
[power groups by stage]
stage	clock network (uW)	registers (uW)	logic, uW
CTS	0	0	377
global route	0	0	403
finish	0	0	368
[layout make-up]
class,instances,area share (%)
timing repair buffer,87,64.03
multi-input combinational,16,30.84
tap,48,5.139
[metal layers]
layer	GRT usage, %	share of wire, %	up-vias
met5	0	0	-
met4	0	0	0
met3	4.009	15	0
li1	-	-	270
met1	9.392	40	271
met2	11.86	45	50
[worst max-delay path by stage]
stage / to / slack (ns)
CTS: M[15] / -0.22
global route: M[15] / -0.23
finish: M[15] / -0.19
[cell usage after synthesis (all sizes together)]
cell type,instances
mux4,16
buf,4
[cell usage in the layout (no fill, tap or decap)]
cell type                          n
sky130_fd_sc_hd__buf_12            2
sky130_fd_sc_hd__buf_16            1
sky130_fd_sc_hd__buf_2            17
sky130_fd_sc_hd__buf_4             1
sky130_fd_sc_hd__buf_6             2
sky130_fd_sc_hd__clkdlybuf4s15_1   4
sky130_fd_sc_hd__dlygate4sd2_1    60
sky130_fd_sc_hd__mux4_2           16
[what timing repair did]
item	CTS	global route
setup buffers	1	0
setup endpoints to repair	16	16
pin swaps	0	0
resized	138	1
gates cloned	1	0
[critical path: cells and delay by family]
family	cells	cell delay, ns
muxes	1	0.50
buffers and inverters	3	0.35
[metrics by stage]
stage                     util (%)  worst slack, ns  std cells  cell area [sq um]  hold slack [ns]
after floorplan                  -         -0.02470         20              436.7           0.5992
after global placement       35.85           -1.038        149               1303            1.566
after detailed placement     35.85           -1.055        149               1303            1.560
after CTS                    32.02          -0.2192        151               1164           0.8628
after global routing         32.16          -0.2291        151               1169           0.8948
final                        32.16          -0.1902        151               1169           0.8537
Power figures rest on the tool's default switching activity, not on a simulated workload.
